### flow/run.sh
#!/bin/bash
# OpenROAD 26Q1-2900-gdf79404cd8, Yosys 0.63+post, stock flow scripts
make -C /OpenROAD-flow-scripts/flow DESIGN_CONFIG=/design/flow/config.mk WORK_HOME=/design/flow/orfs finish
### flow/config.mk
export PLATFORM = sky130hd
export DESIGN_NAME = sub_32_bit
export DESIGN_NICKNAME = sub_32_bit
export VERILOG_FILES = /design/flow/design.v
export SDC_FILE = /design/flow/constraint.sdc
export NUM_CORES = 4
export LEC_CHECK = 1
export CORE_AREA = 10 10 94 94
export DIE_AREA = 0 0 104 104
### flow/design.v
module full_adder (
	output wire sum, cout,
    input wire a, b, cin
);
    assign sum = a ^ b ^ cin;
    assign cout = (a & b) | (b & cin) | (cin & a);
endmodule
module not_32_bit(
	output reg [31:0] Rz,
	input wire [31:0] Ra
);
always@(*)
begin
	Rz = ~Ra;
end
endmodule
module rc_adder (
	output wire [31:0] Sout,
	output wire Cout,
	input wire [31:0] Ra,
	input wire [31:0] Rb, 
	input wire Cin
);
	wire [32:0] c; 
	assign c[0] = Cin; 
	genvar i;
	generate
		for (i = 0; i < 32; i = i + 1) 
		begin : adder_loop
			full_adder fa (
				Sout[i],
				c[i+1], 
				Ra[i],
				Rb[i],
				c[i]     
			);
		end
	endgenerate
	assign Cout = c[32];
endmodule
module sub_32_bit (
	output wire [31:0] Sout, 
	output wire Cout,
	input wire [31:0] Ra, Rb
);
	wire [31:0] flipped;
	not_32_bit flip(flipped, Rb);
	rc_adder subtract (
		Sout, Cout, 
		Ra, flipped, 1'b1
	);
endmodule
### flow/constraint.sdc
current_design sub_32_bit

set clk_period 16.6
set clk_io_pct 0.2

create_clock -name clk0 -period $clk_period

set non_clock_inputs [all_inputs -no_clocks]
set_input_delay [expr $clk_period * $clk_io_pct] -clock clk0 $non_clock_inputs
set_output_delay [expr $clk_period * $clk_io_pct] -clock clk0 [all_outputs]
==> results.ini <==
[status]
status = complete, but fails checks
violations = setup timing

[sta]
slew_viol_final = 0
fin_crit_sh_pct = 108
layout_min_cycle_time_ps = 17880
setup_ws_ps = -1280
max_slew_margin_pct = 92.1
rsz0062_at_grt = true
hold_violations = 0
worst_pin_slew_ps = 118
final-setup-viol-count = 5
clock.fmax_mhz = 55.9

[floorplanning]
die_y_um = 104
fp_util_pct = 16.3
rows = 30
ios = 97
core-area_um2 = 6830
dieArea_um2 = 10800
die_w_um = 104

[critical_path]
cp_data_required_time_ps = 13280
crit_type = in -> out
crit_arrival_ps = 14560
end_kind = output pin
slowest_stage = fa_2
crit_fanout = 1
start_kind = input pin
slowest_delay_ps = 410
cp_common_cell = fa_2

[drt]
post_drt_wl_per_cell_um = 11.3
vias = 889
vias_per_cell = 3.08
insertedDiodeCount = 0
drc = 0
antenna_left = 0
dr.pass1.iters = 3
wirelength_mm = 3.25
drt_iter0_drc = 7

[global_route]
antenna_found_initial = 0
grt_pass1_wl_mm = 5.27
grt_use_total_pct = 6.00
grt.overflow.total = 0
grt_pass1_vias = 1029
grt_max_degree = 2

[power]
power_density_nw_per_um2 = 34.1
leakage_uw = 0.000941
ir_drop_uv = 10.6

[worst_hold_path]
worstHoldStart = Rb[0]
hp-class = in -> out
hold_path_end = Sout[0]
whs_path_depth = 4

[cells_and_area]
drive_above_1_share_pct = 23.8
ff_count = 0
post-route-util_pct = 29.8
seq_area_um2 = 0
area_delta_synth_final_pct = 82.7
finalInstanceArea_um2 = 2030
nClkBuffers = 0

[logic_synthesis]
mux_area_share_pct = 0
xor_share_pct = 0
yosys-top-cells-count = inv_1 (64), buf_4 (32), fa_1 (31), ha_1 (1)
top_area_share_pct = 55.7
yosys_cells = 128
yosys_area_um2 = 1110
ys.warnings.count = 1
ys_top_logic_family = adder cells
largest_area_cell = fa_1
synth-compound-area-share_pct = 0
synthesis.area_um2 = 1110
fa_ha_area_share_pct = 56.9
simple_gate_share_pct = 0
yosysMostFrequentCell = inv_1
avgSynthCellArea_um2 = 8.70
ys_types = 4
synthCells = 128
ys_seq_share_pct = 0
yosys-top-cells-area = fa_1 (56%), buf_4 (22%), inv_1 (22%)

[clocking]
holdBufCountCts = 0
post_cts_buffers = 0

[placed_design]
io_buffers = 97
gp_congestion = 0.752
post_dp_cell_area_um2 = 2060
dp_hpwl_mm = 3.21
place_ws_ps = -2160

[job]
maxCapViolations = 0
warnings = 35

## worst max-delay path: cells and delay by family
family                   cells  cell delay (ps)
buffers and inverters        4              300
adder cells (fa/ha/maj)     32            10930
## cells in the final DEF (no fill, tap or decap), drive strengths merged
master | netlist | final
buf | 32 | 8
clkbuf | 0 | 1
clkdlybuf4s15 | 0 | 1
clkdlybuf4s50 | 0 | 86
dlymetal6s2s | 0 | 1
fa | 31 | 31
ha | 1 | 1
inv | 64 | 64
## layout make-up
type / instances / area [um2]
fill: 718 / 4800
timing repair buffer: 97 / 938
multi-input combinational: 32 / 723
inverter: 64 / 253
tap: 96 / 120
## worst max path at each step
| stage | start | to | slack (ps) |
|---|---|---|---|
| 4_1_cts | Ra[0] | Sout[31] | -1340 |
| 5_1_grt | Ra[0] | Sout[31] | -1530 |
| 6_report | Ra[0] | Sout[31] | -1280 |
## metrics by stage
| step | instances | total power (uW) | hold slack [ps] | TNS (ps) |
|---|---|---|---|---|
| 2_1_floorplan | 128 | 39.8 | 6750 | -2490 |
| 3_3_place_gp | 289 | 74.3 | 7700 | -10130 |
| 3_5_place_dp | 289 | 74.5 | 7710 | -10390 |
| 4_1_cts | 289 | 72.1 | 7290 | -4560 |
| 5_1_grt | 289 | 79.8 | 7310 | -5690 |
| 6_report | 289 | 69.3 | 7290 | -4250 |
## logic make-up after synthesis
kind of cell	count (synthesis)
buffers and inverters	96
adder cells (fa/ha/maj)	32
## repair_timing
action | in CTS | in global routing
setup endpoints to repair | 8 | 7
endpoints found under the hold margin | 0 | 0
gates resized | 37 | 4
## where the power goes
group          total (uW)  switching [uW]  internal (uW)
combinational        69.3            21.1           48.2
sequential              0               0              0
clock                   0               0              0
total                69.3            21.1           48.2
## layer usage
layer	vias up	share of wire (%)	track usage (%)
met5	-	0	0
met4	0	0	0
met3	0	15	3.32
met2	85	34	8.06
met1	385	51	8.76
li1	419	-	-
Power and IR drop assume default switching activity.
